[design.v]
module Control #(
    parameter COUNTER_SIZE = 8,
    parameter CLKS_PER_BIT = 217,
    parameter NUM_OF_BITS_IN_BUFFER = 8
)
(
    input in,
    input reset,
    input clock,
    input [COUNTER_SIZE-1:0] count,
    output reg counter_enable,
    output reg receive,
    output reg clear
);
parameter FM_IDLE = 3'b000;
parameter FM_WAIT_START = 3'b001;
parameter FM_START = 3'b010;
parameter FM_WAIT_RECEIVE = 3'b011;
parameter FM_RECEIVE = 3'b100;
parameter FM_STOP = 3'b101;
reg [2:0] fm_in;
reg [2:0] fm_out;
reg finish;
reg [3:0] num_of_receives_in;
reg [3:0] num_of_receives_out;
always@(posedge clock)
begin
    fm_out <= fm_in;
    num_of_receives_out <= num_of_receives_in;
end
always@(*)
begin
    case (fm_out)
        FM_IDLE:
        begin
            counter_enable = 0;
            receive = 0;
            clear = 1;
        end
        FM_WAIT_START:
        begin
            counter_enable = 1;
            receive = 0;
            clear = 0;
        end
        FM_START: 
        begin
            counter_enable = 1'bx;
            receive = 0;
            clear = 1;
        end
        FM_WAIT_RECEIVE:
        begin
            counter_enable = 1;
            receive = 0;
            clear = 0;
        end
        FM_RECEIVE:
        begin
            counter_enable = 1'bx;
            receive = 1;
            clear = 1;
        end
        FM_STOP:
        begin
            counter_enable = 0;
            receive = 0;
            clear = 1;
        end
        default:
        begin
        end
    endcase
end
always@(*)
begin
    finish = 1'bx;
    if(!reset)
    begin
        fm_in = FM_IDLE;
        num_of_receives_in = 4'b0;
    end
    else
    begin
        case (fm_out)
            FM_IDLE:
            begin
                num_of_receives_in = 4'b0;
                if (!in) fm_in = FM_WAIT_START;
                else fm_in = FM_IDLE;
            end
            FM_WAIT_START:
            begin
                finish = count == ((CLKS_PER_BIT - 1)/2);
                num_of_receives_in = 4'b0;
                if (finish)
                begin
                    if(!in) fm_in = FM_START;
                    else fm_in = FM_IDLE;
                end
                else fm_in = FM_WAIT_START;
            end
            FM_START: 
            begin
                fm_in = FM_WAIT_RECEIVE;
                num_of_receives_in = 4'b0;
            end
            FM_WAIT_RECEIVE:
            begin
                num_of_receives_in = num_of_receives_out;
                finish = count == CLKS_PER_BIT - 2;
                if(finish)
                begin
                    if(num_of_receives_out == NUM_OF_BITS_IN_BUFFER) fm_in = FM_STOP;
                    else fm_in = FM_RECEIVE;
                end
                else fm_in = FM_WAIT_RECEIVE;
            end
            FM_RECEIVE:
            begin
                fm_in = FM_WAIT_RECEIVE;
                num_of_receives_in = num_of_receives_out + 1;
            end
            FM_STOP:
            begin
                fm_in = FM_IDLE;
                num_of_receives_in = 0;
            end
            default:
            begin
                fm_in = FM_IDLE;
                num_of_receives_in = 0;
            end
        endcase
    end
end
endmodule
module ShiftRegister #(
    parameter SIZE = 8
)
(
    input clock,
    input reset,
    input in,
    input receive,
    output reg [SIZE-1:0] out
);
reg [SIZE-1:0] reg_in;
always@(posedge clock)
begin
    out <= reg_in;
end
always@(*)
begin
    if(~reset) reg_in <= 0;
    else if(receive) reg_in <= {in, out[SIZE-1:1]};
    else reg_in <= out;
end
endmodule
module Counter # (
    parameter NUM_OF_FF = 16
)
(
    input clock,
    input enable,
    input reset,
    input clear,
    output reg [NUM_OF_FF - 1:0] count_out
);
reg [NUM_OF_FF - 1:0] count_in;
always@(posedge clock)
begin
    count_out <= count_in;
end
always@(*)
begin
    if(!reset || clear) count_in <= 0;
    else if(enable) count_in <= count_out + 1;
    else count_in <= count_out;
end
endmodule
module UART_RX(
    input in,
    input reset,
    input clock,
    output [7:0] out
);
wire clear;
wire counter_enable;
wire receive;
wire [15:0] count_out;
Counter #(16) counter (.clock(clock), .enable(counter_enable), .reset(reset), .clear(clear), .count_out(count_out));
ShiftRegister #(8) shiftRegister(.clock(clock), .reset(reset), .in(in), .receive(receive), .out(out));
Control #(16, 8, 8) control(.in(in), .clock(clock), .reset(reset), .count(count_out), .counter_enable(counter_enable), .receive(receive), .clear(clear));
endmodule
[run.sh]
#!/bin/bash
# OpenROAD 26Q1-2900-gdf79404cd8, Yosys 0.63+post, stock flow scripts
make -C /OpenROAD-flow-scripts/flow DESIGN_CONFIG=/design/flow/config.mk WORK_HOME=/design/flow/orfs finish
[config.mk]
export PLATFORM = sky130hd
export DESIGN_NAME = UART_RX
export DESIGN_NICKNAME = UART_RX
export VERILOG_FILES = /design/flow/design.v
export SDC_FILE = /design/flow/constraint.sdc
export NUM_CORES = 4
export LEC_CHECK = 1
export CORE_AREA = 10 10 99 99
export DIE_AREA = 0 0 109 109
[constraint.sdc]
current_design UART_RX

set clk_period 2.4
set clk_io_pct 0.2

create_clock -name clk0 -period $clk_period [get_ports {clock}]

set non_clock_inputs [all_inputs -no_clocks]
set_input_delay [expr $clk_period * $clk_io_pct] -clock clk0 $non_clock_inputs
set_output_delay [expr $clk_period * $clk_io_pct] -clock clk0 [all_outputs]
==> out/summary.rpt <==
POWER
--------------------------------------------------------------------------------------------------
Net switching power of the design                                                         0.228 mW
Leakage power                                                                             0.631 nW
Maximum vdd ir drop                                                                       0.192 mV
Sequential share of power                                                                    55.2%
Combinational Power Share                                                                     2.4%
Clk network pwr share                                                                        42.4%
Areal power density over the cells                                                     545 nW/um^2
Int Pwr                                                                                   0.815 mW
Switching part of the total power                                                            21.9%

TIMING
--------------------------------------------------------------------------------------------------
Count of unclocked register or latch pins                                                        3
Slew at the pin closest to its max-slew limit                                               709 ps
Post-layout minimum cycle time                                                             1750 ps
Peak clock frequency supported by timing                                                 0.570 GHz
Max Clock Skew                                                                             9.32 ps
Setup violation total in the final timing report                                                 0
Final period util                                                                            73.1%
Slew Limit Fails                                                                                 0
Number of unconstrained endpoints                                                                3
Hold slack                                                                                  465 ps
Final count of hold timing violations                                                            0
Headroom to the max-slew limit                                                               52.7%
Final setup TNS                                                                               0 ps
Fin worst setup slack                                                                       646 ps
Setup repair after global routing missed its margin                                             no

YOSYS
--------------------------------------------------------------------------------------------------
Chip Area, Yosys                                                                         1610 um^2
Top cells by area                                                                     sky130_fd_sc_hd__dfxtp_1, sky130_fd_sc_hd__mux2i_1, sky130_fd_sc_hd__nor2_1, sky130_fd_sc_hd__nor2b_1, sky130_fd_sc_hd__xor2_1
Count of library flops with an enable pin                                                        0
Top area contributor share                                                                   42.2%
Most used standard cells in the synthesized netlist                                   sky130_fd_sc_hd__dfxtp_1, sky130_fd_sc_hd__nor2_1, sky130_fd_sc_hd__nand2_1
Synthesized area per cell                                                                8.97 um^2
Cell count listed in synth_stat.txt                                                            180
Cell type with the largest total area after synthesis                                 sky130_fd_sc_hd__dfxtp_1
Leading cell type by number of instances after synthesis                              sky130_fd_sc_hd__dfxtp_1
Dominant Register Cell                                                                sky130_fd_sc_hd__dfxtp_1
Proportion of register bits with asynchronous set or reset after synthesis                      0%
Distinct cell type count after synthesis                                                        38
Yosys warnings                                                                                   3
Syn Std Cell Area                                                                        1610 um^2
Gate count of the mapped netlist                                                               180
Synthesis-stage register bit count                                                              37

PLACED DESIGN
--------------------------------------------------------------------------------------------------
Final weighted congestion in routability-driven placement                                    0.854
Post-placement setup slack                                                                  475 ps
Number of port buffers                                                                          10
Post-detail-place hpwl                                                                     2130 um

CTS
--------------------------------------------------------------------------------------------------
Number of gates resized after cts                                                                0
Number of buffers between clock root and the deepest sink                                        2
Clock tree root buffer cell                                                           sky130_fd_sc_hd__clkbuf_8
Cts hold-fix bufs                                                                                0
Number of buffers created by CTS                                                                 5
Post-CTS repair timing setup buffer count                                                        0
Number of H-tree levels                                                                          2
Clock transition time at the flip-flop clock pins of the worst setup and hold paths          70 ps
Later-pin clock latency in the skew report                                                  280 ps
Clock tree from TritonCTS                                                                     done

ROUTING
--------------------------------------------------------------------------------------------------
First-pass iteration count of the detailed router                                                4
Number of DRC markers after the initial detailed-route iteration                                86
Routed WL                                                                                  3010 um
Detail-routed net length per standard cell                                                 10.3 um
Via Count                                                                                     1227
Remaining design rule violation count                                                            0
Remaining number of nets flagged by the antenna check after routing                              0
Diodes inserted                                                                                  0
DR vias/cell                                                                                  4.19

SETUP PATH
--------------------------------------------------------------------------------------------------
Cell-by-cell listing of the critical path                                             nand4_4 -> nor4_1 -> a211oi_1 -> a31o_2
Critical setup path kind                                                              flop to flop
Data arrival time of the worst path                                                        1940 ps
Startpoint kind of the worst setup timing path                                                flop
Largest incremental delay on the critical path                                              570 ps
Worst path required time                                                                   2580 ps
Critical path capture point type                                                              flop
Critical path peak fanout                                                                        7
Cell with the largest stage delay on the worst path                                   sky130_fd_sc_hd__nor4_1

FINAL LAYOUT
--------------------------------------------------------------------------------------------------
Area growth from synthesis to final layout                                                   18.5%
Fraction of layout cells with a size suffix above 1                                          7.33%

GLOBAL ROUTE
--------------------------------------------------------------------------------------------------
Aggregate global-route resource usage                                                        5.34%
Largest net degree at the start of global routing                                               20
Global-route congestion overflow total                                                           0
Vias in the first global route                                                                1182
Global-route wire length before repair                                                     5330 um
Number of antenna violations at the first check in global routing                                0

FLOORPLANNING
--------------------------------------------------------------------------------------------------
Ports placed on the boundary                                                                    11
Die boundary height                                                                         109 um
Horizontal die dimension                                                                    109 um
Number of placement rows                                                                        32
Starting Density                                                                             20.9%
Total die area                                                                          11900 um^2
Placeable core area                                                                      7730 um^2

FLOW RUN
--------------------------------------------------------------------------------------------------
Number of maximum-capacitance constraint violations                                              0
Tool Warnings                                                                                   27

HOLD PATH
--------------------------------------------------------------------------------------------------
Worst min path class                                                                  flop to flop

OUTCOME
--------------------------------------------------------------------------------------------------
Result of the run                                                                        completed

-- power by group through the flow --
stage / Sequential, mW / Combinational [mW] / Clock [mW]
after global routing: 0.576 / 0.0292 / 0.483
after CTS: 0.575 / 0.0258 / 0.454
final: 0.576 / 0.0253 / 0.442
-- final timing paths --
| check | start | cells after the start | slack [ps] | to |
|---|---|---|---|---|
| max reg2reg | counter.count_out[3] | 4 | 650 | counter.count_out[15] |
| min | control.fm_out[4] | 1 | 460 | control.fm_out[0] |
| max | counter.count_out[3] | 4 | 650 | counter.count_out[15] |
| min reg2reg | control.fm_out[4] | 1 | 460 | control.fm_out[0] |
-- per-layer routing --
layer	routed length, um	GRT usage [%]	up-vias
li1	-	-	646
met1	1510	7.39	556
met2	1230	8.23	21
met3	237	1.73	4
met4	38	0.659	0
met5	0	0	-
-- critical path: cells and delay by family (launching register included) --
kind	cells	cell delay [ps]
flip-flops	1	510
AND-OR/OR-AND	2	390
AND/OR/NAND/NOR	2	750
-- through the flow --
stage / power, mW / util [%] / instances / instance area, um^2
after floorplan: 0.604 / - / 180 / 1610
after global placement: 0.614 / 23.5 / 285 / 1820
after detailed placement: 0.614 / 23.5 / 285 / 1820
after CTS: 1.06 / 24.8 / 293 / 1910
after global routing: 1.09 / 24.8 / 293 / 1910
final: 1.04 / 24.8 / 293 / 1910
-- state kept, by name, indices dropped and copies added, names as in the netlist --
name and count:
counter.count_out 16, shiftRegister.out 8, control.fm_out 6, control.num_of_receives_out 4, control.clear 1, control.counter_enable 1, control.receive 1
-- layout by cell type (no fill, tap or decap), drive strengths merged --
cell	instances
nor3	3
mux2i	8
and3	1
inv	10
nand4b	2
nor4b	2
nor2b	12
buf	1
xnor2	4
a21oi	3
a32o	1
a31o	1
or2	1
a211o	1
nand4	8
nand2b	1
dfxtp	34
and4	3
o21ai	4
nor2	21
or4	4
xor2	6
clkinvlp	1
ha	4
and2	1
nor4	4
or3	3
clkbuf	6
dlxtn	3
nand2	13
nand3	6
o31a	1
clkinv	1
a21boi	3
a21o	1
a211oi	2
clkdlybuf4s50	10
mux2	1
-- cell families after synthesis --
| logic type | count (synthesis) | share of synthesized area, % |
|---|---|---|
| AOI/OAI and AO/OA | 17 | 7.21 |
| DFF | 34 | 42.2 |
| buffers and inverters | 18 | 4.26 |
| xor gates and xnor gates | 10 | 5.43 |
| and+or+nand+nor | 85 | 29.4 |
| adders and majority gates | 4 | 3.10 |
| muxes | 9 | 5.66 |
| latches | 3 | 2.79 |
-- layout make-up --
| class | count | area [um^2] |
|---|---|---|
| Timing Repair Buffer | 11 | 108 |
| Fill cell | 822 | 5810 |
| Tap cell | 102 | 128 |
| Clock inverter | 2 | 12.5 |
| Multi-Input combinational cell | 125 | 820 |
| Inverter | 10 | 37.5 |
| Sequential cell | 37 | 726 |
| Clock buffer | 6 | 82.6 |
Power is estimated from default activity; no workload was simulated.
