## ./run.sh

```bash
#!/bin/bash
# OpenROAD 26Q1-2900-gdf79404cd8, Yosys 0.63+post, stock flow scripts
make -C /OpenROAD-flow-scripts/flow DESIGN_CONFIG=/design/flow/config.mk WORK_HOME=/design/flow/orfs finish
```

## ./config.mk

```make
export PLATFORM = sky130hd
export DESIGN_NAME = ShiftRegisterPISO
export DESIGN_NICKNAME = ShiftRegisterPISO
export VERILOG_FILES = /design/flow/design.v
export SDC_FILE = /design/flow/constraint.sdc
export NUM_CORES = 4
export LEC_CHECK = 1
export CORE_AREA = 10 10 70 70
export DIE_AREA = 0 0 80 80
```

## ./constraint.sdc

```tcl
current_design ShiftRegisterPISO

set clk_period 1.7
set clk_io_pct 0.2

create_clock -name clk0 -period $clk_period [get_ports {clock}]

set non_clock_inputs [all_inputs -no_clocks]
set_input_delay [expr $clk_period * $clk_io_pct] -clock clk0 $non_clock_inputs
set_output_delay [expr $clk_period * $clk_io_pct] -clock clk0 [all_outputs]
```

## ./design.v

```verilog
module ShiftRegisterPISO #(
    parameter SIZE = 8
)
(
    input clock,
    input reset,
    input set,
    input shift,
    input [SIZE-1:0] data,
    output out
);
reg [SIZE+1:0] reg_in;
reg [SIZE+1:0] reg_out;
always@(posedge clock)
begin
    reg_out <= reg_in;
end
always@(*)
begin
    if(~reset) reg_in <= 0;
    else if(set) reg_in <= {1'b1, data, 1'b0};
    else if(shift) reg_in <= (reg_out >> 1);
    else reg_in <= reg_out;
end
assign out = reg_out[0];
endmodule
```

==> run notes <==
The synthesis and place-and-route flow finished, so here is a summary.

The actual transition at the worst max-transition pin came out at 0.398 ns. Of the available clock period, the critical path in the final layout requires 83.5%. The total negative setup slack is 0 ns.

In the final routed layout, each cell accounts on average for 10.4 um. The synthesized instance count came out at roughly 41. The sequential cell area fraction in the yosys report came out at 39.7%. The pre-antenna-repair detailed-routing pass consisted of 2 iterations. The total buffers and inverters traversed by the critical path came out at 1. Per the post-route antenna check, the number of violating nets is 0.

The met1 routing resource usage after global routing came out at 4.31%. The total number of vias is 355. The clock sink count is 10. The post-cts resize count came out at 0. The count of antenna diodes in the layout is 0. The number of antenna violations at the first check in global routing came out at 0. According to the floorplan report, the die height is roughly 80 um. The maximum single-stage delay on the critical path is 0.47 ns. The post-detailed-placement cell area is 689 um2. The final instance area is ~730 um2. The final period demand of the worst path came out at 1.42 ns. TritonCTS built the clock tree. The report lists the power per cell area as ~800 mW/mm2.

The overflow left after global routing is 0. The peak supply drop is 0.397 mV. The final count of hold timing violations came out at 0. The largest registers in the layout are reg_out (10).

The area of the core came out at around 0.0034 mm2. OpenSTA lists the critical path endpoint as out. The number of buffers inserted to repair setup after CTS is 0.

The most critical setup path has its startpoint at reg_out[0]. The most congested layer reported by global routing is met1. Global routing used 4.09% of the available met2 tracks. The number of flip-flops under the largest register name is 10. The chip area is 0.00640 mm2. STA classifies the critical path startpoint as a flip-flop. The clock root buffer is sky130_fd_sc_hd__clkbuf_4. The number of DRC markers after the initial detailed-route iteration is 21. The largest register by flop count is reg_out. The number of pins exceeding their max-slew limit in the final report came out at 0. The stage logs contain a warning count of 25. The synthesis-to-layout area growth came out at 43.9%.

Looking at the reg2reg group, the worst path starts from reg_out[3]. STA lists the maximum fanout along the critical path as 2. The total half-perimeter wirelength after legalization and detailed placement is 726 um. The run finished with clean final reports.

The clock insertion delay at the later pin of the skew report came out at 0.27 ns. The setup check on the worst reg-to-reg path leaves a slack of 0.82 ns. Per the slew report, the remaining headroom to the max-slew limit stands at between 70% and 80%. The first global-routing pass estimated about 1600 um of wire. In this design, the largest share of critical-path delay is due to buffers and inverters. The number of placed I/O pins is 13. The timing report shows that the slowest cell on the worst path is sky130_fd_sc_hd__clkdlybuf4s50_1.

The residual DRC count came out at 0. Setup repair after global routing left no endpoint under its margin. The number of placement rows is 21.

The total number of H-tree levels came out at 1. The post-synthesis cell area came out at 504 um2. Clock tree synthesis inserted a total of 3 buffers.

The worst setup path is captured at an output pin. The met3 track demand over resource in global routing is under 10%. The clock transition at the registers of the reported paths came out at 0.06 ns. The pin count of the biggest net entering global routing came out at 19. The maximum clock frequency is 705 MHz. In the post-route report, total wirelength is listed as 1070 um. The share of cells above drive strength 1 is 26.8%. According to the hold report, the worst path is of the flip-flop to flip-flop type.

The via count of the first global-routing pass is 346. The data required time at the worst endpoint came out at 1.36 ns. The weighted congestion at the end of routability-driven global placement is 0.726.

The number of distinct library cell variants in the gate-level netlist after synthesis is 11. Warnings reported by Yosys during synthesis add up to 1. The category of the critical setup timing path is flip-flop to output pin. For reference, the critical path cell chain is clkdlybuf4s50_1.

After synthesis, the chip area reported by Yosys is 504 um2. The overall die width came out at ~80 um. The average size of a mapped cell came out at 12.3 um2. All stages included, the depth of the critical timing path comes to 1. The hold buffer count at cts came out at 0. The floorplan-stage core utilization is between 10% and 20%.

The static leakage power came out at approximately 0.35 nW. The maximum clock path buffer count is 2. The critical path arrival is 1.08 ns.

Global routing used 3.16% of the available tracks. The logic depth of the worst register-to-register path is 2. Buffers placed on the I/O ports in this run total 12.

Yosys reported a register bit count of 10. The detailed-route vias per instance came out at 3.48. The final setup skew is around 0.0046 ns. The final setup violation count is 0. The max capacitance violation total is 0. The synthesized netlist was found by Yosys to have 41 cells. The endpoint identified for the worst register-to-register timing path is reg_out[3].
==> layer usage <==
metal	wire (um)	vias to the layer above
met2	401	12
met3	96	0
met1	567	164
li1	-	179
met4	0	0
met5	0	-
==> per-stage QoR <==
step	instances	total power [mW]	hold slack (ns)	utilization, %	worst slack, ns
after floorplan	41	0.324	0.491	-	0.623
after global placement	98	0.363	0.527	20.2	0.0958
after detailed placement	98	0.364	0.526	20.2	0.0763
after CTS	102	0.582	0.578	21.2	0.265
after global routing	102	0.603	0.591	21.2	0.236
final	102	0.572	0.579	21.2	0.281
==> cells in the final DEF (no fill, tap or decap) <==
master,instances
sky130_fd_sc_hd__clkbuf_4,3
sky130_fd_sc_hd__o21a_1,1
sky130_fd_sc_hd__mux2i_1,1
sky130_fd_sc_hd__dfxtp_1,10
sky130_fd_sc_hd__and2b_2,1
sky130_fd_sc_hd__buf_4,1
sky130_fd_sc_hd__buf_12,1
sky130_fd_sc_hd__o211a_1,8
sky130_fd_sc_hd__clkdlybuf4s50_1,12
sky130_fd_sc_hd__nand2b_1,8
sky130_fd_sc_hd__nor3b_1,1
sky130_fd_sc_hd__mux2_4,8
sky130_fd_sc_hd__clkbuf_8,1
==> cell type report <==
cell class              count  area [um2]
flip-flops and latches     10         200
multi-input cells          28         284
fillers                   390        2690
clock buffers               4        36.3
repair buffers             14         148
well taps                  46        57.6
==> worst min-delay path by stage <==
stage,from,endpoint,slack [ns],cells after the start
4_1_cts,reg_out[0],reg_out[0],0.58,2
5_1_grt,reg_out[9],reg_out[9],0.59,2
6_report,reg_out[1],reg_out[0],0.58,2
==> synthesized netlist by cell type <==
master                     instances  share of area [%]
sky130_fd_sc_hd__o21a_1            1                1.5
sky130_fd_sc_hd__nor3b_1           1                1.5
sky130_fd_sc_hd__mux2i_1           1                2.0
sky130_fd_sc_hd__mux2_4            8                 24
sky130_fd_sc_hd__nand2b_1          8                9.9
sky130_fd_sc_hd__dfxtp_1          10                 40
sky130_fd_sc_hd__buf_6             1                2.2
sky130_fd_sc_hd__buf_2             1               0.99
sky130_fd_sc_hd__and2b_2           1                1.7
sky130_fd_sc_hd__o211a_1           8                 16
sky130_fd_sc_hd__buf_1             1               0.74
==> report_power, final <==
group / switching, mW / internal [mW] / total, mW
Clock: 0.0831 / 0.130 / 0.213
Combinational: 0.0299 / 0.0709 / 0.101
Sequential: 0.00785 / 0.250 / 0.258
==> logic make-up (layout without fill, tap and decap cells) <==
| group | count (synthesis) | count (layout) | synth area share, % |
|---|---|---|---|
| flops | 10 | 10 | 39.7 |
| simple gates | 10 | 10 | 13.2 |
| compound gates | 9 | 9 | 17.4 |
| mux | 9 | 9 | 25.8 |
| buf+inv | 3 | 18 | 3.97 |
Power is estimated from default activity; no workload was simulated.
